$ cat ./constraint.sdc
current_design visualizer

set clk_period 4.2
set clk_io_pct 0.2

create_clock -name clk0 -period $clk_period [get_ports {Clk}]

set non_clock_inputs [all_inputs -no_clocks]
set_input_delay [expr $clk_period * $clk_io_pct] -clock clk0 $non_clock_inputs
set_output_delay [expr $clk_period * $clk_io_pct] -clock clk0 [all_outputs]
$ cat ./config.mk
export PLATFORM = sky130hd
export DESIGN_NAME = visualizer
export DESIGN_NICKNAME = visualizer
export VERILOG_FILES = /design/flow/design.v
export SDC_FILE = /design/flow/constraint.sdc
export NUM_CORES = 4
export LEC_CHECK = 1
export CORE_UTILIZATION = 30
$ cat ./run.sh
#!/bin/bash
# OpenROAD 26Q1-2900-gdf79404cd8, Yosys 0.63+post, stock flow scripts
make -C /OpenROAD-flow-scripts/flow DESIGN_CONFIG=/design/flow/config.mk WORK_HOME=/design/flow/orfs finish
$ cat ./design.v
module  visualizer ( input         Clk,                 
                             Reset,               
                             frame_clk,           
               input [9:0]   DrawX, DrawY,        
					input [31:0]	 sound_data,			  
               output logic  is_rect              
              );
	parameter [9:0] Rect_1_start = 10'd20;
	parameter [9:0] Rect_1_end   = 10'd59;
	parameter [9:0] Rect_2_start = 10'd100;
	parameter [9:0] Rect_2_end   = 10'd139;
	parameter [9:0] Rect_3_start = 10'd180;
	parameter [9:0] Rect_3_end   = 10'd219;
	parameter [9:0] Rect_4_start = 10'd260;
	parameter [9:0] Rect_4_end   = 10'd299;
	parameter [9:0] Rect_5_start = 10'd340;
	parameter [9:0] Rect_5_end   = 10'd379;
	parameter [9:0] Rect_6_start = 10'd420;
	parameter [9:0] Rect_6_end   = 10'd459;
	parameter [9:0] Rect_7_start = 10'd500;
	parameter [9:0] Rect_7_end   = 10'd539;
	parameter [9:0] Rect_8_start = 10'd580;
	parameter [9:0] Rect_8_end   = 10'd619;
	logic [31:0] rect_data;
	logic [3:0]	 counter = 3'b000;
    logic frame_clk_delayed, frame_clk_rising_edge;
    always_ff @ (posedge Clk) begin
        frame_clk_delayed <= frame_clk;
        frame_clk_rising_edge <= (frame_clk == 1'b1) && (frame_clk_delayed == 1'b0);
    end
	 always_ff @ (posedge frame_clk_rising_edge)
	 begin
		counter <= counter + 3'b001;
		if(counter == 3'd4)
			begin
			rect_data <= sound_data;
			counter <= 3'b000;
			end
	 end
	 always_comb
	 begin
		is_rect = 1'b0;
		if(DrawX >= Rect_8_start && DrawX <= Rect_8_end && DrawY > (10'd479-rect_data[3:0]*10'd30))
			is_rect = 1'b1;
		if(DrawX >= Rect_7_start && DrawX <= Rect_7_end && DrawY > (10'd479-rect_data[7:4]*10'd30))
			is_rect = 1'b1;
		if(DrawX >= Rect_6_start && DrawX <= Rect_6_end && DrawY > (10'd479-rect_data[11:8]*10'd30))
			is_rect = 1'b1;
		if(DrawX >= Rect_5_start && DrawX <= Rect_5_end && DrawY > (10'd479-rect_data[15:12]*10'd30))
			is_rect = 1'b1;
		if(DrawX >= Rect_4_start && DrawX <= Rect_4_end && DrawY > (10'd479-rect_data[19:16]*10'd30))
			is_rect = 1'b1;
		if(DrawX >= Rect_3_start && DrawX <= Rect_3_end && DrawY > (10'd479-rect_data[23:20]*10'd30))
			is_rect = 1'b1;
		if(DrawX >= Rect_2_start && DrawX <= Rect_2_end && DrawY > (10'd479-rect_data[27:24]*10'd30))
			is_rect = 1'b1;
		if(DrawX >= Rect_1_start && DrawX <= Rect_1_end && DrawY > (10'd479-rect_data[31:28]*10'd30))
			is_rect = 1'b1;
		if( (DrawY >= 10'd27 && DrawY <= 10'd29) || (DrawY >= 10'd57 && DrawY <= 10'd59) || (DrawY >= 10'd87 && DrawY <= 10'd89) ||
			(DrawY >= 10'd117 && DrawY <= 10'd119) || (DrawY >= 10'd147 && DrawY <= 10'd149) || (DrawY >= 10'd177 && DrawY <= 10'd179) ||
			(DrawY >= 10'd207 && DrawY <= 10'd209) || (DrawY >= 10'd237 && DrawY <= 10'd239) || (DrawY >= 10'd267 && DrawY <= 10'd269) ||
			(DrawY >= 10'd297 && DrawY <= 10'd299) || (DrawY >= 10'd327 && DrawY <= 10'd329) || (DrawY >= 10'd357 && DrawY <= 10'd359) ||
			(DrawY >= 10'd387 && DrawY <= 10'd389) || (DrawY >= 10'd417 && DrawY <= 10'd419) || (DrawY >= 10'd447 && DrawY <= 10'd449) )
			is_rect = 1'b0;
	 end
endmodule
==> results.py <==
# Auto-generated metrics
metrics = {
    "status": {
        "status": "finished clean",
    },
    "global_routing": {
        "grt_overflow": 0,
        "grt_max_degree": 35,
        "grt_pass1_vias": 4856,
        "antenna_found_initial": 0,
        "grt_pass1_wl_microns": 23030,
        "track_usage": 0.1322,
    },
    "synthesis": {
        "syn_area_per_cell_sq_um": 9.488,
        "ys_sh_mux": 0,
        "netlist_instances": 683,
        "top_cells_by_count": "168 x ha_1, 123 x inv_1, 51 x a21oi_1",
        "synth_area_leader_cell": "ha_1",
        "synthFlopType": "edfxtp_1",
        "top_cell": "ha_1",
        "seq_area_frac_synth": 0.1668,
        "adder_share": 0.4480,
        "aoi_share": 0.1429,
        "netlist_area_sq_um": 6480,
        "top_cell_area_share": 0.3244,
        "synth-seq-cells": 38,
        "ys_sh_simple": 0.09886,
        "topCellsByArea": "ha_1 32%, edfxtp_1 15%, fa_1 12%, inv_1 7.1%, xnor2_1 5.0%",
        "async_reset_ff_frac": 0,
        "yosys_warnings": 1,
        "synthTopLogicFamily": "adder cells",
        "yosys-stat-area_sq_um": 6480,
        "yosysUniqueCellTypes": 57,
        "yosys_cells": 683,
        "enable_flop_cells": 32,
        "ys_sh_xor": 0.06217,
    },
    "drt": {
        "first_iter_violations": 161,
        "ant_nets": 0,
        "route.met3.wl_microns": 297,
        "wl_met2_microns": 6529,
        "routed_via_density": 4.686,
        "drtPass1Iterations": 5,
        "vias": 4958,
        "drcViolationCount": 0,
        "drt_wl_total_microns": 13560,
        "wl_met1_microns": 6734,
        "dr.max_layer_used": "met3",
        "wl_per_cell_microns": 12.82,
        "diodes": 0,
    },
    "timing": {
        "unclocked_pins": 36,
        "clock_skew_ns": 0.0008625,
        "period_minus_slack_ns": 4.086,
        "tns_ns": 0,
        "drv_slew": 0,
        "fmax_ghz": 0.2447,
        "hold_viol": 0,
        "max-slew-margin-rel": 0.5288,
        "untimed_endpoints": 68,
        "rsz0062_at_grt": "no",
        "finalSetupViolations": 0,
        "tightest_slew_ns": 0.6889,
        "finalCritPeriodShare": 0.9728,
        "whs_ns": 0.3792,
    },
    "layout": {
        "area_growth_pct": 20.83,
        "fillers": 2135,
        "layout-drive-gt1-share": 0.08685,
        "comb_area_sq_um": 4927,
        "regArea_sq_um": 1081,
    },
    "pwr": {
        "power_density_nw_per_um2": 53.40,
        "vdd_ir_drop_max_mv": 0.2259,
        "power_leakage_nw": 3.766,
    },
    "cts": {
        "clk_pin_slew_ns": 0.03,
        "cts_made_buffers": 3,
        "htreeDepth": 1,
        "cts_tree": "built",
        "cts_hold_buffers": 0,
        "clk_path_buf_depth": 2,
        "cts-root-buf": "clkbuf_16",
        "post-cts-setup-buffers": 0,
        "clock_latency_ns": 0.22,
    },
    "flow_run": {
        "warning_count": 59,
        "maxCapViolCount": 0,
    },
    "setup_path": {
        "crit_chain": "clkdlybuf4s50_1 -> buf_4 -> buf_4 -> ha_1 -> nand4_1 -> nor3_2 -> a311o_1 -> a221oi_2 -> nor4_2 -> a31oi_1 -> clkdlybuf4s15_1",
        "crit_top_cell": "buf_4",
        "crit_fanout": 4,
        "cp.arrival_ns": 3.25,
        "cp.required_ns": 3.36,
        "cp-end-kind": "primary output",
        "path_class": "in -> out",
        "timing.critical_path.slowest_cell_delay_ns": 0.40,
        "crit_path_top_delay_cell": "clkdlybuf4s50_1",
        "start_kind": "input port",
    },
    "placement": {
        "gp_congestion": 0.8813,
        "portBuffers": 54,
        "dpl.hpwl_microns": 11510,
    },
    "floorplan": {
        "rows": 53,
        "fp-utilization": 0.3073,
        "core_area_sq_um": 21090,
        "die_h_microns": 149.0,
        "io-pin-count": 56,
        "dieWidth_microns": 149.0,
        "dieArea_sq_um": 22190,
    },
    "min_path": {
        "hold_class": "reg -> reg",
    },
}
cells in the final DEF, fill, tap and decap left out, types with 15 or more instances in the layout:
cell             instances
inv_1                  123
nand2_1                 20
o21ai_0                 15
buf_4                   52
a21oi_1                 51
fa_1                    40
nor2_1                  18
clkdlybuf4s50_1         49
ha_1                   168
a21o_1                  22
xnor2_1                 37
nand3_1                 24
edfxtp_1                32
registers in the layout (all words and copies together) (netlist names):
name	count
rect_data	32
frame_clk_delayed	1
frame_clk_rising_edge	1
counter	4
area by class of cell:
type | instances | area share
timing repair buffer | 107 | 0.1202
multi-input combinational | 512 | 0.6293
inverter | 123 | 0.05896
tap | 275 | 0.04394
sequential | 38 | 0.1381
clock buffer | 3 | 0.009588
logic make-up (layout without fill, tap and decap cells):
group / count (synthesis) / count (layout)
adder cells (fa/ha/maj): 208 / 208
XOR/XNOR: 46 / 46
AND-OR/OR-AND: 143 / 143
AND/OR/NAND/NOR: 115 / 115
flip-flops: 38 / 38
buffers and inverters: 133 / 233
worst max-delay path, delay by kind of cell:
| family | cells | cell delay [ns] |
|---|---|---|
| adders and majority gates | 1 | 0.31 |
| AOI/OAI and AO/OA | 3 | 0.86 |
| buffers and inverters | 4 | 0.95 |
| and+or+nand+nor | 3 | 0.28 |
timing repair:
item,4_1_cts,5_1_grt
pin swaps,4,3
gates resized,14,6
setup endpoints to repair,1,1
stage by stage:
stage | power (mW) | utilization | setup slack [ns] | area (sq um) | std cells
floorplan | 0.1367 | - | 1.184 | 6480 | 683
global placement | 0.2740 | 0.3651 | -0.3714 | 7699 | 1055
detailed placement | 0.2744 | 0.3651 | -0.3395 | 7699 | 1055
CTS | 0.4214 | 0.3704 | 0.005430 | 7810 | 1058
global route | 0.4522 | 0.3713 | 0.01761 | 7830 | 1058
finish | 0.4182 | 0.3713 | 0.1141 | 7830 | 1058
worst paths after layout:
kind	start	endpoint	slack, ns	cells after the start
hold / removal	frame_clk_delayed	frame_clk_rising_edge	0.38	1
setup reg to reg	frame_clk_delayed	frame_clk_rising_edge	3.76	1
setup / recovery	DrawY[7]	is_rect	0.11	11
hold reg to reg	frame_clk_delayed	frame_clk_rising_edge	0.38	1
where the power goes:
part	switching [mW]	internal [mW]
sequential	0.00289	0.0447
clock	0.0201	0.121
combinational	0.109	0.121
per-layer routing:
metal / vias up / track usage
met4: 0 / 0.001531
met5: - / 0
met1: 2285 / 0.1984
met2: 61 / 0.2286
met3: 0 / 0.004680
li1: 2612 / -
Power is estimated from default activity; no workload was simulated.
