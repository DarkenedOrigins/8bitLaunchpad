==> /design/flow/design.v <==
module audio_memory_control(
	input Clk, Reset, Start, INIT_FINISH, begin_lookup,
	output logic INIT, LD_sound_1, LD_sound_2, LD_sound_3, LD_sound_4, LD_addr_1, LD_addr_2, LD_addr_3, LD_addr_4,
	input  logic [11:0]	key_mask,
	output logic [3:0]	sound_num
);
enum logic [3:0] { WaitToStart, SendInit, WaitForACK, Standby, CheckKeys, LoadBogusVal, DoLookup, WaitforSRAM_1, WaitforSRAM_2, LoadSoundData, IncMask } curState, nextState;
logic [2:0] counter;
logic inc_counter, reset_counter;
logic [11:0] state_mask;
logic [3:0] mask_counter;
logic inc_mask_counter, reset_mask_counter;
always_ff @ (posedge Clk)
	begin
		if (Reset)
		begin
			counter <= 3'b000;
			curState <= WaitToStart;
		end
		else
		begin
			curState <= nextState;
			if(reset_counter)
				counter <= 3'b000;
			if(inc_counter)
				counter <= counter + 1;
			if(inc_mask_counter)
			begin
				mask_counter <= mask_counter + 1;
				state_mask <= { 1'b0, state_mask[11:1]};
			end
			if(reset_mask_counter)
			begin
				mask_counter <= 4'd0;
				state_mask <= 12'h800;
			end
		end
	end
	always_comb
	begin
		nextState = curState;
		unique case ( curState )
			WaitToStart : 
				if(Start)
					nextState = SendInit;
			SendInit : 
				nextState = WaitForACK;
			WaitForACK :
				if(INIT_FINISH)
					nextState = Standby;
			Standby :
				if(begin_lookup)
					nextState = CheckKeys;
			CheckKeys :
				if(mask_counter >= 4'd12 && counter >= 3'b011) 		 
					nextState = Standby;
				else if(mask_counter >= 4'd12 && counter != 3'b011)  
					nextState = LoadBogusVal;
				else if( (key_mask & state_mask) != 12'd0) 			 
					nextState = DoLookup;
				else																 
					nextState = IncMask;
			LoadBogusVal :
				nextState = CheckKeys;
			DoLookup :
				nextState = WaitforSRAM_1;
			WaitforSRAM_1 :
				nextState = WaitforSRAM_2;
			WaitforSRAM_2 :
				nextState = LoadSoundData;
			LoadSoundData :
				nextState = IncMask;
			IncMask :
				nextState = CheckKeys;
		endcase
		INIT = 0;
		LD_sound_1 = 0; 
		LD_sound_2 = 0;
		LD_sound_3 = 0;
		LD_sound_4 = 0;
		LD_addr_1 = 0; 
		LD_addr_2 = 0;
		LD_addr_3 = 0;
		LD_addr_4 = 0;
		inc_counter = 0;
		reset_counter = 0;
		inc_mask_counter = 0;
		reset_mask_counter = 0;
		sound_num = 4'd12;
		case ( curState )
			WaitToStart : ;
			SendInit :
			begin
				INIT = 1;
				reset_counter = 1;
			end
			WaitForACK : ;
			Standby : 
			begin
				reset_mask_counter = 1;
				reset_counter = 1;
			end
			CheckKeys : ;
			LoadBogusVal :
			begin
				sound_num = 4'hF;  
				case (counter)
					3'b000 :
						LD_sound_1 = 1;
					3'b001 :
						LD_sound_2 = 1;
					3'b010 :
						LD_sound_3 = 1;
					3'b011 :
						LD_sound_4 = 1;
				endcase
				inc_counter = 1;
			end
			DoLookup : 
			begin
				sound_num = mask_counter;  
				case (counter)
					3'b000 :
						LD_addr_1 = 1;
					3'b001 :
						LD_addr_2 = 1;
					3'b010 :
						LD_addr_3 = 1;
					3'b011 :
						LD_addr_4 = 1;
				endcase
			end
			WaitforSRAM_1 : ;
			WaitforSRAM_2 : ;
			LoadSoundData : 
			begin
				case (counter)
					2'b00 :
						LD_sound_1 = 1;
					2'b01 :
						LD_sound_2 = 1;
					2'b10 :
						LD_sound_3 = 1;
					2'b11 :
						LD_sound_4 = 1;
				endcase
				inc_counter = 1;
			end
			IncMask : 
				inc_mask_counter = 1;
		endcase
	end
endmodule 
==> /design/flow/run.sh <==
#!/bin/bash
# OpenROAD 26Q1-2900-gdf79404cd8, Yosys 0.63+post, stock flow scripts
make -C /OpenROAD-flow-scripts/flow DESIGN_CONFIG=/design/flow/config.mk WORK_HOME=/design/flow/orfs finish
==> /design/flow/config.mk <==
export PLATFORM = sky130hd
export DESIGN_NAME = audio_memory_control
export DESIGN_NICKNAME = audio_memory_control
export VERILOG_FILES = /design/flow/design.v
export SDC_FILE = /design/flow/constraint.sdc
export NUM_CORES = 4
export LEC_CHECK = 1
export CORE_UTILIZATION = 30
==> /design/flow/constraint.sdc <==
current_design audio_memory_control

set clk_period 2.7
set clk_io_pct 0.2

create_clock -name clk0 -period $clk_period [get_ports {Clk}]

set non_clock_inputs [all_inputs -no_clocks]
set_input_delay [expr $clk_period * $clk_io_pct] -clock clk0 $non_clock_inputs
set_output_delay [expr $clk_period * $clk_io_pct] -clock clk0 [all_outputs]
==> flow_summary.ini <==
; generated from flow reports
[route]
diodes = 0
wl_um = 2540
route.detailed.drc = 0
vias = 986
ant_nets = 0
drt_iter0_markers = 48
viasPerCell = 4.72
post_drt_wl_per_cell_um = 12.2
drt_first_pass_iters = 5

[floorplan]
die-area_um2 = 4750
core_um2 = 4140
die_w_um = 68.9
die_h_um = 68.9
pin_count = 30
std_cell_rows = 23
fp_util = 0.324

[final_timing]
fmax_ghz = 0.452
maxSlewViolCount = 0
skew_ns = 0.00479
worst_slew_pin_slew_ns = 0.461
rsz0062_at_grt = no
fin_ws_ns = 0.488
period_minus_slack_ns = 2.21
period_used_share = 0.819
tns_ns = 0
hold_violations = 0
setup_violations = 0
slew_headroom = 0.692
hold-worst-slack_ns = 0.437

[clock_tree]
cts_max_level = 2
root_buffer = clkbuf_8
clock_sink_count = 30
cts_setup_buffers = 0
clock.latency.late_pin_ns = 0.27
cts_tree = done
hold_buffers = 0
clk_pin_slew_ns = 0.06
post_cts_resized = 0
cts_buffers = 5
clock_path_buffers = 2

[min_path]
min_path_type = reg2reg

[logic_synthesis]
syn_avg_cell_area_um2 = 10.9
ys_seq_frac = 0.567
synth_area_um2 = 1340
numSynthFlops = 30
synth_cell_types = 30
ys_cells = 123
ys_chip_area_um2 = 1340
syn_inst = 123
synth_warnings = 1

[setup_path]
slowest_stage = clkdlybuf4s50_1
max_stage_delay_ns = 0.48
cp-end-kind = output pin
cp.required_ns = 2.16
crit_type = reg2out
crit_fanout = 5
cp_num_buf_inv = 1
cp_common_cell = ha_1
crit_arrival_ns = 1.67
crit_chain = ha_1 > ha_1 > nor2b_1 > clkdlybuf4s50_1
crit_family = buffers and inverters
crit_path_start_kind = flop

[global_routing]
grt_usage = 0.120
grt_overflow = 0
grt_pass1_vias = 999
use_met3 = 0.0500
grt_max_degree = 20
antenna_found_initial = 0
grt_pass1_wl_um = 4080
grt-busiest-layer = met2
gr-usage-met1 = 0.171
grt_use_met2 = 0.178

[layout]
area_growth_pct = 32.7
final_cell_count_no_fill = 209
fin_util = 0.430
ff_latch_area_um2 = 761
fill_cells = 391
finalInstanceArea_um2 = 1780
drive_above_1_share = 0.0818
final-comb-area_um2 = 542

[power_and_ir_drop]
vdd_drop_max_v = 0.000320
p_per_area_nw_per_um2 = 486
p_leak_nw = 0.667
power.total_mw = 0.866

[placed_design]
placed_cells = 201
dp_slack_ns = 0.744
placed_area_um2 = 1700
hpwl_um = 1780
io_buffers = 29
place_congestion = 0.793

[flow_run]
max_cap_viol_count = 0
tool_warnings = 28

[outcome]
status = completed
## where the power goes
part	internal [mW]	switching, mW	total (mW)
Clock	0.176	0.153	0.329
Sequential	0.483	0.00384	0.487
Combinational	0.0310	0.0186	0.0496
## sequential cells by signal, indices dropped and copies added, names as in the netlist
signal	count
curState	11
mask_counter	4
state_mask	12
counter	3
## metal layers
layer / up-vias / share of wire / routed length, um
met5: - / 0 / 0
met4: 0 / 0.0091 / 23
met3: 4 / 0.11 / 274
met2: 55 / 0.41 / 1040
met1: 433 / 0.47 / 1210
li1: 494 / - / -
## cell families after synthesis
family,after synthesis,share of synthesized area
adder cells (fa/ha/maj),6,0.0559
XOR/XNOR,2,0.0130
AND/OR/NAND/NOR,57,0.240
flip-flops,30,0.567
AND-OR/OR-AND,18,0.0941
buffers and inverters,10,0.0298
## layout make-up
| class | count | area share |
|---|---|---|
| Inverter | 7 | 0.0147 |
| Tap cell | 50 | 0.0351 |
| Multi-Input combinational cell | 83 | 0.304 |
| Clock inverter | 3 | 0.00913 |
| Clock buffer | 5 | 0.0386 |
| Sequential cell | 30 | 0.427 |
| Timing Repair Buffer | 31 | 0.171 |
## path summary, 6_finish.rpt
check	start	to	slack [ns]	depth (start not counted)
worst max register to register	counter[0]$_SDFFE_PP0P_	curState[9]$_DFF_P_	1.40	6
worst min register to register	curState[10]$_DFF_P_	curState[1]$_DFF_P_	0.44	1
worst min-delay path	curState[10]$_DFF_P_	curState[1]$_DFF_P_	0.44	1
worst max-delay path	counter[0]$_SDFFE_PP0P_	LD_sound_4	0.49	4
## synthesized netlist by cell type, drive strengths merged
cell,n,area (um2)
nor2,15,56.3
and4,1,8.76
nand4,2,12.5
a21oi,6,30.0
nor3b,3,22.5
nand2,9,33.8
inv,7,26.3
nor4,2,27.5
dfxtp,14,280
ha,6,75.1
a22oi,5,37.5
xor2,1,8.76
and2,1,6.26
nand3,1,5.00
nand2b,1,6.26
a21o,3,25.0
nand3b,1,7.51
a211oi,1,7.51
o21ai,2,10.0
and3,3,18.8
edfxtp,16,480
xnor2,1,8.76
nor2b,16,100
buf,2,10.0
clkbuf,1,3.75
o41ai,1,16.3
or3b,2,17.5
## cell usage in the layout, fill, tap and decap left out, types with 6 or more instances in the layout
cell and n:
clkdlybuf4s50_1 29, nor2b_1 16, edfxtp_1 16, nor2_1 15, dfxtp_1 14, nand2_1 9
inv_1 7, a21oi_1 6, ha_1 6
No activity file was given, so power comes from the tool's default toggle rates.
